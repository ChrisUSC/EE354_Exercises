==> config.mk <==
export PLATFORM = sky130hd
export DESIGN_NAME = make_A_close_to_B
export DESIGN_NICKNAME = make_A_close_to_B
export VERILOG_FILES = /design/flow/design.v
export SDC_FILE = /design/flow/constraint.sdc
export NUM_CORES = 4
export LEC_CHECK = 1
export CORE_AREA = 10 10 76 76
export DIE_AREA = 0 0 86 86
==> constraint.sdc <==
current_design make_A_close_to_B

set clk_period 1.9
set clk_io_pct 0.2

create_clock -name clk0 -period $clk_period [get_ports {Clk}]

set non_clock_inputs [all_inputs -no_clocks]
set_input_delay [expr $clk_period * $clk_io_pct] -clock clk0 $non_clock_inputs
set_output_delay [expr $clk_period * $clk_io_pct] -clock clk0 [all_outputs]
==> design.v <==
`timescale 1 ns / 100 ps
module make_A_close_to_B (Ain, Bin, Start, Ack, Clk, Reset, 
				Flag, Qi, Qc, Qd, A);
input [11:0] Ain, Bin;
input Start, Ack, Clk, Reset;
output Flag;   
output Qi, Qc, Qd;
output [11:0] A;
reg [11:0] A, B;
reg [2:0] state;
reg Flag;
localparam
INI	= 3'b001,
ADJ	= 3'b010,
DONE = 3'b100;
assign {Qd, Qc, Qi} = state;
always @(posedge Clk, posedge Reset) 
  begin  : CU_n_DU
    if (Reset)
       begin
          state <= INI;
	      A <= 12'bXXXXXXXXXXXX;         
	      B <= 12'bXXXXXXXXXXXX;	     
		  Flag <= 1'bX;                  
	    end
    else
       begin
         (* full_case, parallel_case *)
         case (state)
	        INI	: 
	          begin
		         if (Start)
		           state <= ADJ;
		           A <= Ain;
		           B <= Bin;
		           Flag <= 0;
	          end
	        ADJ	:   
	          begin
 	          end
	        DONE	:
	          begin  
		         if (Ack)
		           state <= INI;
		       end    
      endcase
    end 
  end
endmodule  
==> run.sh <==
#!/bin/bash
# OpenROAD 26Q1-2900-gdf79404cd8, Yosys 0.63+post, stock flow scripts
make -C /OpenROAD-flow-scripts/flow DESIGN_CONFIG=/design/flow/config.mk WORK_HOME=/design/flow/orfs finish
==> impl_metrics.csv <==
group,metric,value,unit
outcome,status,"complete, no violations",
critical_path,startpoint,"state[0]",
die,pin_count,44,
power_and_ir_drop,switching_power,111,uW
global_routing,grt_overflow_total,0,
power_and_ir_drop,ir_drop,0.000208,V
sta,worstMarginPinSlew,0.544,ns
cts,cts_root_buf,"clkbuf_8",
critical_path,r2r_end,"A[3]",
cts,ctsHoldBuffers,0,
critical_path,setup.worst_path.class,"register to output port",
die,die_x,86,um
power_and_ir_drop,p_clk_share,37.4,%
sta,relSlewSlack,63.7,%
routing,drc,0,
critical_path,crit_family,"flip-flops",
power_and_ir_drop,powerDensity,661,nW/um2
power_and_ir_drop,seqPwrFrac,50.5,%
synth,yosysUniqueCellTypes,11,
cells_and_area,drive_gt1_share,25.8,%
cells_and_area,final_area,956,um2
sta,fmax,604,MHz
synth,ys_cells,36,
cells_and_area,area_delta_synth_final,61.9,%
power_and_ir_drop,leakage,0.432,nW
cts,cts_buffers,3,
cts,cts_setup_buffers,0,
die,dieArea,7400,um2
die,initial_core_util,14.4,%
die,core-area,4120,um2
synth,synthCells,36,
sta,rsz0062_at_grt,"false",
routing,drt_iter0_drc,14,
critical_path,worst-path-stages,1,
cts,clk_pin_slew_worst_paths,0.05,ns
sta,final_hold_viol_count,0,
routing,num_vias,362,
global_routing,grt_pass1_vias,458,
synth,topCellsByArea,"dfrtp_1, mux2_4, dfstp_2",
sta,min_period_over_period,87.1,%
place,gp_congestion,0.676,
sta,setup-violations-final,0,
die,die_height,86,um
synth,syn_area,591,um2
global_routing,grt_max_degree,15,
sta,setup-tns-final,0,ns
synth,ys_seq_elements,14,
cts,cts_tree,"built",
run,warnings,38,
critical_path,slowest_delay,0.57,ns
routing,dr.pass1.iters,2,
cts,cts_max_level,1,
critical_path,path_cells,"clkdlybuf4s50_1",
synth,ys_seq_share,59.5,%
critical_path,arrival,1.27,ns
critical_path,start_kind,"register",
die,rows,23,
routing,drt_wl_total,1.40,mm
global_routing,grt_pass1_wl,2.31,mm
critical_path,end_kind,"output port",
cells_and_area,fin_cells,116,
critical_path,worstSetupEndpoint,"Qi",
sta,holdWs,0.490,ns
critical_path,path_buffers,1,
cts,cts.sinks,14,
synth,yosys.area.top_type,"dfrtp_1",
run,drv_cap,0,
sta,drv_slew,0,
power_and_ir_drop,comb_power_share,12.1,%
routing,via_per_inst,3.12,
routing,wire_per_inst,12.1,um
power_and_ir_drop,p_int,520,uW
sta,finClkSkew,0.00305,ns
sta,period_needed,1.65,ns
critical_path,reg2regPathDepth,2,
power_and_ir_drop,power,632,uW
critical_path,rrSetupSlack,0.72,ns
power_and_ir_drop,power_switching_share,17.6,%
critical_path,crit_required,1.52,ns
routing,antennaDiodeCount,0,
synth,synth_top_area_share,55.1,%
global_routing,antenna_found_initial,0,
place,place_area,911,um2
place,io_buffers,28,
cts,worstSkewPairLatency,0.24,ns
critical_path,worstReg2RegStart,"state[0]",
global_routing,grt_use_total,3.95,%
cells_and_area,layout_top_cells,"clkdlybuf4s50_1, dfrtp_1, mux2_4, clkbuf_8",
critical_path,path_max_fanout,4,
routing,ant_nets,0,
hold_path,hp-class,"input port to async pin",
synth,yosys_area,591,um2
cts,clk_path_buf_depth,2,
synth,ys_warn_count,1,
cts,cts_resized,0,
synth,avgSynthCellArea,16.4,um2
place,placedCellCount,112,
cells_and_area,lay_top_count,"clkdlybuf4s50_1",
critical_path,cp_slowest_cell,"dfstp_2",
## cell families (layout without fill, tap and decap cells)
| group | Yosys count | in the layout | share of synthesized area, % |
|---|---|---|---|
| AND/OR/NAND/NOR | 3 | 3 | 3.60 |
| buffers and inverters | 5 | 34 | 5.72 |
| other | 1 | 2 | 0.635 |
| flip-flops | 14 | 14 | 59.5 |
| AND-OR/OR-AND | 1 | 1 | 1.27 |
| multiplexers | 12 | 12 | 29.2 |
## synth_stat cells
cell type and count:
a21boi_0 1, buf_4 2, buf_6 1, conb_1 1
dfrtp_1 13, dfstp_2 1, inv_1 2, mux2_2 2
mux2_4 10, nand2_1 2, nand2b_4 1
## cell type report
class | instances | area (um2)
inverters | 2 | 7.51
fillers | 431 | 3160
clock buffers | 4 | 45.0
repair buffers | 28 | 280
multi-input cells | 18 | 209
flip-flops and latches | 14 | 352
well taps | 50 | 62.6
## worst min path at each step
stage	start	end	slack, ns	depth (start not counted)
after CTS	Reset	A[11]	0.51	2
final	Reset	A[11]	0.49	2
after global routing	A[5]	A[5]	0.54	1
## power by group through the flow
stage / Clock [mW] / Sequential [mW] / Combinational (mW)
finish: 0.236 / 0.319 / 0.0761
CTS: 0.251 / 0.319 / 0.0788
global route: 0.268 / 0.321 / 0.0836
## registers in the layout, indices dropped and copies added (netlist names)
| register | cells |
|---|---|
| A | 12 |
| state | 2 |
## per-layer routing
metal	track usage [%]	part of all wire, %
met1	4.02	36
met2	6.90	52
met3	2.29	12
met4	0.749	0
met5	0	0
## stage by stage
stage                     worst slack [ns]  utilization [%]
after floorplan                      0.742                -
after global placement               0.490             22.1
after detailed placement             0.485             22.1
after CTS                            0.222             23.2
after global routing                 0.198             23.2
final                                0.245             23.2
Power figures rest on the tool's default switching activity, not on a simulated workload.
